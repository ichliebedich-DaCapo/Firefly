[config.mk]
export PLATFORM = sky130hd
export DESIGN_NAME = fsmc_interface
export DESIGN_NICKNAME = fsmc_interface
export VERILOG_FILES = /design/flow/design.v
export SDC_FILE = /design/flow/constraint.sdc
export NUM_CORES = 4
export LEC_CHECK = 1
export CORE_AREA = 10 10 103 103
export DIE_AREA = 0 0 113 113
[constraint.sdc]
current_design fsmc_interface

set clk_period 1.6
set clk_io_pct 0.2

create_clock -name clk0 -period $clk_period [get_ports {clk}]

set non_clock_inputs [all_inputs -no_clocks]
set_input_delay [expr $clk_period * $clk_io_pct] -clock clk0 $non_clock_inputs
set_output_delay [expr $clk_period * $clk_io_pct] -clock clk0 [all_outputs]
[design.v]
module fsmc_interface(
    inout [17:0] AD,                 
    input NADV,                      
    input NWE,                       
    input NOE,                       
    input reset,                     
    input clk,                       
    input  reg[15:0] module_out,       
    output reg[15:0] module_in,   
    output reg[2:0] cs_addr_latch,   
    input reg cs_state,              
    output reg en_cs                 
);
    logic ad_dir;
    reg [17:0] ad_out;
    wire [17:0] ad_in;
    assign ad_in = AD;
    assign AD = ad_dir ? ad_out : 18'bz;
    logic nadv_sync,nadv_sync_d1;
    logic nwe_sync,nwe_sync_d1;
    logic noe_sync,noe_sync_d1;
    always_ff @(posedge clk or negedge reset) begin
        if (!reset)begin
            nadv_sync<=0;
            nwe_sync<=0;
            noe_sync<=0;
            nadv_sync_d1<=0;
            nwe_sync_d1<=0;
            noe_sync_d1<=0;
        end else begin
            nadv_sync <= NADV;
            nwe_sync <= NWE;
            noe_sync <= NOE;
            nadv_sync_d1 <= nadv_sync;
            nwe_sync_d1 <= nwe_sync;
            noe_sync_d1 <= noe_sync;
        end
    end
	logic ready_to_read_data;  
	logic ready_to_read_addr;  
	logic addr_capture, data_capture;  
	logic noe_posedge_capture, noe_negedge_capture;  
	logic pre_addr_capture, pre_data_capture;
	logic pre_noe_posedge_capture, pre_noe_negedge_capture;
	always_comb begin
		pre_addr_capture = ~nadv_sync_d1 & nadv_sync;
		pre_data_capture = ~nwe_sync_d1 & nwe_sync;
		pre_noe_posedge_capture = ~noe_sync_d1 & noe_sync;
		pre_noe_negedge_capture = noe_sync_d1 & ~noe_sync;
	end
	always_ff @(posedge clk or negedge reset) begin
		if (!reset) begin
			ready_to_read_addr <= 0;
			ready_to_read_data <= 0;
			addr_capture <= 0;
			data_capture <= 0;
			noe_posedge_capture <= 0;
			noe_negedge_capture <= 0;
		end else begin
			addr_capture <= pre_addr_capture;
			data_capture <= pre_data_capture;
			noe_posedge_capture <= pre_noe_posedge_capture;
			noe_negedge_capture <= pre_noe_negedge_capture;
			if (addr_capture || data_capture) begin
				module_in <= ad_in[15:0];
				if (addr_capture) begin
					cs_addr_latch <= ad_in[17:15];  
					ready_to_read_addr <= 1;
					ready_to_read_data <= 0;
				end else if (data_capture) begin
					ready_to_read_data <= 1;
					ready_to_read_addr <= 0;
				end
			end else begin
				ready_to_read_addr <= 0;
				ready_to_read_data <= 0;
			end
		end
	end
	logic write_trigger;
	logic write_enable;
	always_comb begin
		write_trigger = noe_negedge_capture & cs_state;
	end
	always_ff @(posedge clk or negedge reset) begin
		if (!reset) begin
			en_cs <= '0;
			write_enable <= 0;
			ad_dir <= 0;
		end else begin
			if (write_trigger) begin
				write_enable <= 1;
			end else if (~noe_sync) begin
				write_enable <= 0;
			end
			if (write_enable) begin
				ad_dir <= 1;
				ad_out[15:0] <= module_out;
			end else begin
				ad_dir <= 0;
			end
			if (ready_to_read_addr) begin
				en_cs <= '1;
			end else if (ready_to_read_data | noe_posedge_capture) begin
				en_cs <= '0;
			end
		end
	end
endmodule
[run.sh]
#!/bin/bash
# OpenROAD 26Q1-2900-gdf79404cd8, Yosys 0.63+post, stock flow scripts
make -C /OpenROAD-flow-scripts/flow DESIGN_CONFIG=/design/flow/config.mk WORK_HOME=/design/flow/orfs finish
==> Changelog: implementation <==
## Implementation

* Setup tns final at 0 ns
* Met2 wire len at 1486 µm
* Number of enable flip-flop cells at 33
* Hold WC Path Type: primary input to register
* Largest area contributor in the netlist: edfxtp_1
* Critical path peak fanout at 2
* Mapped Area at 1450 µm²
* Startpoint Class: register
* CTS H-tree lvls at 2
* Remaining DRCs at 0
* Largest family of logic cells by area: simple AND/OR/NAND/NOR gates
* LEAKAGE at around 0.75 nW
* Vias in the first global route at 745
* Yosys warnings at 4
* Clock sink count at 47
* Hold Buf Count CTS at 0
* Antenna violations before repair at 0
* Unrepaired setup endpoints after global routing: false
* Via/cell ratio at 3.198
* CTS clk-pin slew, worst paths at 0.09 ns
* Final ANT Viol Nets at 0
* OpenROAD warnings at 25
* Seq cells post-synth at 47
* Top-count cell post-synth: edfxtp_1
* Fin crit period at 1.444 ns
* Hold Slack at 0.1397 ns
* WL final at about 3000 µm
* Mux cell area share at 0
* Crit-path cells: clkdlybuf4s50_1
* Tcrit/Tclk final at 0.9027
* Final Hold Viols at 0
* Share of the synthesized area in the top cell type at 0.6833
* Die area at 12770 µm²
* Fill cells at 840
* CTS tree: done
* Synthesis-to-layout area growth at 45.64%
* Met3 WL at 458 µm
* Antenna fix cells at 0
* Fraction of registers with async set/reset at 0.2979
* Setup WS post-layout at between 0.15 and 0.2 ns
* Worst path depth at 1
* Layout Skew at 0.006645 ns
* XORs/XNORs by Area at 0
* Largest net degree at the start of global routing at 17
* Critical path class: register to output pin
* First-pass GRT wire length at 4485 µm
* Die height at ~110 µm
* Logic area at 86.33 µm²
* Latency at later pin at 0.29 ns
* Wire length on met1 at 968 µm
* Register share after synthesis at 0.9249
* Buffers & Inverters on Critical Path at 1
* Num CTS Buffers at 5
* Fmax at 0.6924 GHz
* Highest Signal Layer: met4
* Pwr dens at 1124 nW/µm²
* Via Count at ~690
* Synthesized instance count at 64
* Unique cell types at 11
* Tot GR Track Use at 0.04598
* Ao+oa area frac at 0.01639
* Max Cap Violations at 0
* First-pass DRT Iterations at 2
* Average cell area after synthesis at 22.66 µm²
* Final Max Slew Viols at 0
* Top Ports at 60
* Largest delay share family, worst path: buffers and inverters
* Worst vdd ir at 0.3614 mV
* Slowest CP cell: clkdlybuf4s50_1
* Root Buffer: clkbuf_8
* Longest Clk Path Bufs at 2
* RD Place Congestion at 0.7122
* Core Area at 8299 µm²
* Slowest cell delay on critical path at 0.48 ns
* DR iter-0 viols at 36
* Crit path arrival time at between 1 and 1.5 ns
* Synth cell count leaders: edfxtp_1, dfrtp_1, nor2b_1, buf_4, and2_1
* Worst slack at placement at 0.03076 ns
* Row count at 33
* Worst-case reg-to-reg path depth at 2
* Simple-gate area share of the yosys netlist at 0.03279
* Die width at 113 µm
* Final setup viols at 0
* Most used flip-flop cell: edfxtp_1
* Global route overflow at 0
* Hold path cells at 0
* CP Capture Type: output pin
* YS chip area at 1450 µm²
* Post-CTS setup repair buffer count at 0
* Status: complete, no violations
* Top cells, area: edfxtp_1, dfrtp_1, nor2b_1
* Avg WL per Cell at 13.66 µm
* Layout cells sized above 1 at 0.09821
* Fp_density at 0.1747
* Buffers on Ports at 39
* Cells in synth_stat.txt at 64
* FF+latch area at 1341 µm²
* Required @ worst endpoint at 1.28 ns
* Post-Synth Adder-Cell Area at 0
* Cts repair resizes at 0
* Post-detail-place hpwl at ~2400 µm
==> flip-flops by register name (all words and copies together) (netlist names) <==
name,flops
AD,16
addr_capture,1
cs_addr_latch,1
data_capture,1
en_cs,1
module_in,16
nadv_sync,1
nadv_sync_d1,1
noe_negedge_capture,1
noe_posedge_capture,1
noe_sync,1
noe_sync_d1,1
nwe_sync,1
nwe_sync_d1,1
ready_to_read_addr,1
ready_to_read_data,1
write_enable,1
==> metrics by stage <==
stage               utilization  total power, mW  cells  instance area, µm²
global placement         0.2406            1.546    209                1997
finish                   0.2545            2.373    217                2112
CTS                      0.2545            2.416    217                2112
detailed placement       0.2406            1.547    209                1997
global route             0.2545            2.492    217                2112
floorplan                     -            1.426     67                1461
==> worst paths after layout <==
kind,from,to,slack (ns)
min in group asynchronous,reset,write_enable,0.21
worst max register to register,addr_capture,module_in[14],0.57
worst max-delay path,en_cs,en_cs,0.16
worst min register to register,nadv_sync,nadv_sync_d1,0.38
max in group asynchronous,reset,noe_negedge_capture,1.01
worst min-delay path,AD[0],module_in[0],0.14
==> placed cells by master, fill, tap and decap left out, drive strengths merged, types with 2 or more instances in the layout <==
cell type	count
clkdlybuf4s50	39
clkbuf	5
dfrtp	14
buf	3
and2	2
edfxtp	33
conb	4
nor2b	5
==> cell type report <==
| class | count | area share |
|---|---|---|
| clock buffer | 5 | 0.03258 |
| clock inverter | 3 | 0.02192 |
| multi-input combinational | 15 | 0.04088 |
| sequential | 47 | 0.6351 |
| tap | 105 | 0.06220 |
| timing repair buffer | 42 | 0.2073 |
==> per-layer routing <==
metal / track usage / vias to the layer above
met5: 0 / -
met1: 0.04805 / 331
met4: 0.008460 / 0
met2: 0.07450 / 39
met3: 0.03312 / 7
li1: - / 317
==> power breakdown <==
| group | total [mW] | internal, mW | switching [mW] |
|---|---|---|---|
| sequential | 1.38 | 1.36 | 0.0203 |
| combinational | 0.133 | 0.0944 | 0.0385 |
| clock | 0.859 | 0.470 | 0.389 |
| total | 2.37 | 1.92 | 0.448 |
==> cells by family (layout without fill, tap and decap cells) <==
family,after synthesis,in the layout
flip-flops,47,47
buffers and inverters,5,50
other,1,4
AND/OR/NAND/NOR,8,8
AND-OR/OR-AND,3,3
No activity file was given, so power comes from the tool's default toggle rates.
